File: flow/config.mk
export PLATFORM = sky130hd
export DESIGN_NAME = top
export DESIGN_NICKNAME = top
export VERILOG_FILES = /design/flow/design.v
export SDC_FILE = /design/flow/constraint.sdc
export NUM_CORES = 4
export LEC_CHECK = 1
export CORE_AREA = 10 10 95 95
export DIE_AREA = 0 0 105 105
File: flow/constraint.sdc
current_design top

set clk_period 4.5
set clk_io_pct 0.2

create_clock -name clk0 -period $clk_period [get_ports {clk_100mhz_p}]

set non_clock_inputs [all_inputs -no_clocks]
set_input_delay [expr $clk_period * $clk_io_pct] -clock clk0 $non_clock_inputs
set_output_delay [expr $clk_period * $clk_io_pct] -clock clk0 [all_outputs]
File: flow/design.v
module top(
    input  wire logic clk_100mhz_p,
    output      logic led1,
    output      logic led2
);
    logic [26:0] counter = 0;
    always_ff @(posedge clk_100mhz_p) begin
        counter <= counter + 1;
        led1    <= counter[26];
        led2    <= ~counter[26];
    end
endmodule
File: flow/run.sh
#!/bin/bash
# OpenROAD 26Q1-2900-gdf79404cd8, Yosys 0.63+post, stock flow scripts
make -C /OpenROAD-flow-scripts/flow DESIGN_CONFIG=/design/flow/config.mk WORK_HOME=/design/flow/orfs finish
==> job_summary.md <==
## PnR job results

| Metric | Value |
|---|---|
| Critical path launch point | led1$_DFF_P_ |
| Slew HR | 60.1% |
| CTS tree | built |
| LEAKAGE | 0.442 nW |
| Clock power frac | 44.5% |
| Routability cong. | 0.751 |
| CTS Buf Count | 5 |
| Post-CTS setup buffer count | 0 |
| Switching Fraction | 18.4% |
| HP Start | counter[26]$_DFF_P_ |
| CTS Hold Bufs | 0 |
| Clock Skew | 3.15 ps |
| Synth Area per Inst | 10.4 um2 |
| Number of global-route vias before repair | 661 |
| CP required | 3600 ps |
| Ys flops | 29 |
| Max Cap Viol | 0 |
| CP Class | register to primary output |
| Share of layout cells above drive strength 1 | 8.93% |
| Gr ovfl total | 0 |
| HPWL reported at the end of detailed placement | 1160 um |
| DP Cell Count | 201 |
| # port buffers | 2 |
| Final core occ | 18.8% |
| Slew @ Worst Pin | 592 ps |
| Clk latency late pin | 270 ps |
| Yosys Instances | 103 |
| Main flop type | dfxtp_1 |
| Fin Setup TNS | 0 ps |
| WL/cell | 7.75 um |
| Syn Inst Count | 103 |
| Clock-pin slew on the worst setup and hold paths | 50 ps |
| Crit start category | register |
| Core area | 6910 um2 |
| Reg-to-reg startpoint | counter[0]$_DFF_P_ |
| Number of logged tool warnings | 25 |
| Seq/Total Area, Yosys | 54.0% |
| Final hold violations | 0 |
| Crit-path max cell delay | 460 ps |
| Top cells by area | dfxtp_1 54%, xnor2_1 11%, xor2_1 9.0% |
| Yosys Chip Area | 1070 um2 |
| Drt total wl | 1610 um |
| Place WS | 2770 ps |
| Hold WC Path Type | register to register |
| Post-CTS Resized | 0 |
| Design Power | 0.463 mW |
| Filler cell count in the final layout | 782 |
| Clock Sinks | 29 |
| Setup-failing EPs final | 0 |
| Crit-path leading delay family | buffers and inverters |
| Post-layout period usage | 43.0% |
| Worst-case clock buffer depth | 2 |
| WHS | 358 ps |
| Post-route insts no fill | 208 |
| Top-count cell post-synth | dfxtp_1 |
| Placed inst area | 1210 um2 |
| Critical-path top delay cell | clkdlybuf4s50_1 |
| Area grow syn2layout | 21.1% |
| Top-area cell share | 54.0% |
| Worst EP arrival | 1030 ps |
| First-pass GRT wire length | 2910 um |
| Cell Int Power | 0.378 mW |
| Vias per inst | 3.40 |
| Initial antenna violation count | 0 |
| Crit end category | primary output |
| Die Y-Extent | 105 um |
| Synthesized area | 1070 um2 |
| Sequential share of power | 55.5% |
| Max Slew Vio Count | 0 |
| Comb pwr share | 0% |
| Post-synth EDFFs | 0 |
| CP max FO | 1 |
| Antenna Violating Nets Remaining | 0 |
| Synth cell count leaders | 29 x dfxtp_1, 14 x xnor2_1, 11 x xor2_1 |
| Fin area | 1300 um2 |
| VDD IR max | 0.0881 mV |
| Pwr per Cell Area | 355 nW/um2 |
| Post-synth top area cell | dfxtp_1 |
| Die width | 105 um |
| Status | completed |
| Overall track demand over capacity in global routing | 3.05% |
| Minimum clock period | 1930 ps |
| CP Cell Sequence | clkdlybuf4s50_1 |
| H-Tree Depth | 2 |
| Netlist cell types | 17 |
| Via count | 707 |
| DRT iter0 DRCs | 34 |
| RSZ-0062 raised after global routing | false |
| Detailed-route DRC error count | 0 |
| Starting Density | 15.6% |
| Setup ws final | 2570 ps |
| Die area | 11000 um2 |
| Row Count | 30 |
| Syn. warnings | 1 |
| Fmax | 517 MHz |
| Worst path bufs/invs | 1 |
| Net Sw Power | 0.0849 mW |
| Largest net degree at the start of global routing | 9 |
| I/O pins | 3 |
| Root Driver | clkbuf_8 |
| TritonRoute pass-1 iters | 2 |
| Ys async rst share | 0% |
| Diodes inserted | 0 |
-- layout by cell type (no fill, tap or decap) --
master,synthesis,layout
clkbuf_8,0,6
nand3_2,1,1
xor2_1,11,11
nand2_2,1,1
nor4_1,3,3
nor3_1,6,6
dfxtp_1,29,29
nand3_1,10,10
nand4_1,10,10
nand2_1,6,6
xnor2_1,14,14
clkdlybuf4s50_1,0,2
ha_1,1,1
and3_1,1,1
or4_4,1,1
and4_1,1,1
clkbuf_1,0,1
nor2_1,5,5
inv_1,2,2
and4_2,1,1
-- layout make-up --
| cell class | count | area (um2) | area share [%] |
|---|---|---|---|
| Inverter | 2 | 7.51 | 0.577 |
| Multi-Input combinational cell | 72 | 487 | 37.4 |
| Clock buffer | 7 | 86.3 | 6.63 |
| Sequential cell | 29 | 581 | 44.6 |
| Tap cell | 96 | 120 | 9.23 |
| Timing Repair Buffer | 2 | 20.0 | 1.54 |
-- metal layers --
metal  vias up  track usage [%]  wire [um]
met4         0            0.588         31
li1        380                -          -
met3         6             1.74         97
met5         -                0          0
met1       313             4.12        844
met2         8             4.14        638
-- final timing paths --
kind	end	slack, ps	cells past startpoint
setup / recovery	led1	2570	1
hold / removal	led1$_DFF_P_	360	0
setup reg to reg	counter[22]$_DFF_P_	2780	5
hold reg to reg	led1$_DFF_P_	360	0
-- cell families (layout without fill, tap and decap cells) --
logic type / after synthesis / in the layout / synth area share, %
buffers and inverters: 2 / 11 / 0.699
XOR/XNOR: 25 / 25 / 20.4
AND/OR/NAND/NOR: 46 / 46 / 23.7
flip-flops: 29 / 29 / 54.0
adder cells (fa/ha/maj): 1 / 1 / 1.16
-- power by group through the flow --
| stage | logic (mW) | clock network, mW | registers, mW |
|---|---|---|---|
| final | 0.000000164 | 0.206 | 0.257 |
| after global routing | 0.000000164 | 0.228 | 0.257 |
| after CTS | 0.000000164 | 0.212 | 0.257 |
-- registers in the layout (all words and copies together), names as in the netlist --
name,count
counter,27
led2,1
led1,1
Power and IR drop assume default switching activity.
