File: /design/flow/run.sh
#!/bin/bash
# OpenROAD 26Q1-2900-gdf79404cd8, Yosys 0.63+post, stock flow scripts
make -C /OpenROAD-flow-scripts/flow DESIGN_CONFIG=/design/flow/config.mk WORK_HOME=/design/flow/orfs finish
File: /design/flow/config.mk
export PLATFORM = sky130hd
export DESIGN_NAME = display_timings
export DESIGN_NICKNAME = display_timings
export VERILOG_FILES = /design/flow/design.v
export SDC_FILE = /design/flow/constraint.sdc
export NUM_CORES = 4
export LEC_CHECK = 1
export CORE_AREA = 10 10 114 114
export DIE_AREA = 0 0 124 124
File: /design/flow/constraint.sdc
current_design display_timings

set clk_period 2.9
set clk_io_pct 0.2

create_clock -name clk0 -period $clk_period [get_ports {i_pix_clk}]

set non_clock_inputs [all_inputs -no_clocks]
set_input_delay [expr $clk_period * $clk_io_pct] -clock clk0 $non_clock_inputs
set_output_delay [expr $clk_period * $clk_io_pct] -clock clk0 [all_outputs]
File: /design/flow/design.v
`timescale 1ns / 1ps
`default_nettype none
module display_timings #(
    H_RES=640,                       
    V_RES=480,                       
    H_FP=16,                         
    H_SYNC=96,                       
    H_BP=48,                         
    V_FP=10,                         
    V_SYNC=2,                        
    V_BP=33,                         
    H_POL=0,                         
    V_POL=0                          
    )
    (
    input  wire i_pix_clk,           
    input  wire i_rst,               
    output wire o_hs,                
    output wire o_vs,                
    output wire o_de,                
    output wire o_frame,             
    output reg signed [15:0] o_sx,   
    output reg signed [15:0] o_sy    
    );
    localparam signed H_STA  = 0 - H_FP - H_SYNC - H_BP;     
    localparam signed HS_STA = H_STA + H_FP;                 
    localparam signed HS_END = HS_STA + H_SYNC;              
    localparam signed HA_STA = 0;                            
    localparam signed HA_END = H_RES - 1;                    
    localparam signed V_STA  = 0 - V_FP - V_SYNC - V_BP;     
    localparam signed VS_STA = V_STA + V_FP;                 
    localparam signed VS_END = VS_STA + V_SYNC;              
    localparam signed VA_STA = 0;                            
    localparam signed VA_END = V_RES - 1;                    
    assign o_hs = H_POL ? (o_sx > HS_STA && o_sx <= HS_END)
        : ~(o_sx > HS_STA && o_sx <= HS_END);
    assign o_vs = V_POL ? (o_sy > VS_STA && o_sy <= VS_END)
        : ~(o_sy > VS_STA && o_sy <= VS_END);
    assign o_de = (o_sx >= 0 && o_sy >= 0);
    assign o_frame = (o_sy == V_STA && o_sx == H_STA);
    always @ (posedge i_pix_clk)
    begin
        if (i_rst)   
        begin
            o_sx <= H_STA;
            o_sy <= V_STA;
        end
        else
        begin
            if (o_sx == HA_END)   
            begin
                o_sx <= H_STA;
                if (o_sy == VA_END)   
                    o_sy <= V_STA;
                else
                    o_sy <= o_sy + 16'sh1;
            end
            else
                o_sx <= o_sx + 16'sh1;
        end
    end
endmodule
==> GITHUB_STEP_SUMMARY <==
## Synthesis and layout report

| Metric | Value |
|---|---|
| Die H | `124 um` |
| Worst setup margin | `0.0909 ns` |
| Fin util | `0.240` |
| Max Cap Viol | `0` |
| Worst path required time | `2.32 ns` |
| Root Driver | `clkbuf_8` |
| Std-Cell Rows | `37` |
| CTS sink cnt | `32` |
| Endpoint class of the critical path | `output pin` |
| PD cells | `416 nW/um^2` |
| Hold Path Class | `flop to flop` |
| GRT Total Usage | `0.0744` |
| Combinational share of power | `0.116` |
| Post-synthesis register bit count | `32` |
| FFs w/ async S/R, synth | `0` |
| Post-route ant nets | `0` |
| Largest net degree at the start of global routing | `14` |
| Chip width | `124 um` |
| Htree depth | `2` |
| Crit path DAT | `2.23 ns` |
| Setup TNS | `0 ns` |
| Critical Path Source | `o_sx[10]` |
| Hold Path Origin | `o_sy[13]` |
| DRC Markers | `0` |
| Peak supply drop | `0.241 mV` |
| # diodes | `0` |
| Cells after Synth | `224` |
| Nature of the critical path startpoint | `flop` |
| Vias in the first global route | `1722` |
| RSZ-0062 raised after global routing | `false` |
| Reg2Reg Depth | `5` |
| Synth Cell Area | `1870 sq um` |
| Syn Area/Cell | `8.33 sq um` |
| Clock transition at path regs | `0.07 ns` |
| Status | `finished, final reports clean` |
| Switching pwr | `259 uW` |
| Most used logic cell in the final layout | `clkdlybuf4s50_1` |
| Top Layout Cells | `37 x clkdlybuf4s50_1, 23 x dfxtp_1, 16 x nand3_1, 16 x nand2_1, 15 x nor2_1` |
| Crit Path Category | `flop to output pin` |
| Routed WL per cell | `14.7 um` |
| Hold path depth | `2` |
| Flip-flops with a built-in enable | `0` |
| Period minus WS final | `2.81 ns` |
| Sw frac | `0.249` |
| Yosys warnings | `1` |
| CTS tree | `built` |
| Num ports | `38` |
| Part of the power in the clock network | `0.414` |
| Setup violations, final | `0` |
| Via-per-instance ratio | `4.78` |
| Final Hold Viols | `0` |
| PortBufs | `37` |
| Crit Reg-Reg Startpoint | `o_sx[0]` |
| Log Warnings | `28` |
| Tcrit/Tclk final | `0.969` |
| Detailed-placement wirelength estimate | `4370 um` |
| Commonest flop | `dfxtp_1` |
| Routed wire length | `5850 um` |
| Largest fanout on the critical path | `6` |
| Dpl ws | `0.319 ns` |
| Netlist cell types | `53` |
| Number of buffers inserted by post-CTS setup repair | `0` |
| Tot Pwr | `1040 uW` |
| Fin. max-slew vios | `0` |
| Sequential Power Share | `0.469` |
| Fin Clk Skew | `0.00806 ns` |
| Worst-case clock buffer depth | `2` |
| RePlAce Congestion | `0.905` |
| Slew Limit Headroom | `0.536` |
| Initial core utilization | `0.179` |
| Initial drt markers | `144` |
| Layout cells sized above 1 | `0.122` |
| Die area | `15400 sq um` |
| Yosys Instances | `224` |
| Measured slew at the worst slew-check pin | `0.687 ns` |
| First-pass GRT wire length | `9180 um` |
| Via count | `1903` |
| Core area | `10400 sq um` |
| Pre-Repair DR Iteration Count | `5` |
| Cts bufs inserted | `5` |
| P&R area growth vs syn | `33.8%` |
| Grt ovf | `0` |
| Chip Area, Yosys | `1870 sq um` |
| Initial antenna violation count | `0` |
| Post-synth seq share | `0.343` |
| P_int | `781 uW` |
| Fmax | `356 MHz` |
| Clk ins delay skew pair | `0.29 ns` |
| Leak | `0.000956 uW` |
## worst max-delay path: stages (launching register included)
cell and delay (ns):
dfxtp_1 0.43, and4_2 0.31, nand4_1 0.14, or2_2 0.31, nor3_1 0.23, clkdlybuf4s50_1 0.53
## power groups by stage
stage | clock network [uW] | registers (uW) | logic, uW
4_1_cts | 440 | 486 | 123
5_1_grt | 468 | 491 | 134
6_report | 431 | 488 | 121
## synthesized netlist by cell type (2+ instances only)
cell type	n	area share
a21o_1	3	0.012
a21oi_1	6	0.016
a32oi_1	2	0.0094
a41o_1	2	0.011
a41oi_1	2	0.0094
and2_1	3	0.010
and3_1	10	0.034
and4_1	5	0.023
and4_2	2	0.011
buf_2	3	0.0080
buf_6	2	0.012
clkbuf_1	5	0.010
dfxtp_1	32	0.34
ha_1	5	0.034
inv_1	12	0.024
nand2_1	16	0.032
nand3_1	16	0.043
nand4_1	10	0.034
nor2_1	15	0.030
nor3_1	7	0.019
nor4_1	6	0.020
nor4b_1	2	0.0094
nor4bb_1	2	0.011
o21ai_0	11	0.029
o21bai_1	2	0.0080
o22ai_1	2	0.0067
o31ai_1	3	0.012
or3_1	3	0.010
or4_1	5	0.020
xnor2_1	2	0.0094
xor2_1	6	0.028
## final cells by class
class / instances / area [sq um]
clock buffers: 6 / 72.6
clock inverters: 2 / 35.0
fillers: 1120 / 7920
inverters: 12 / 45.0
multi-input cells: 169 / 1120
flip-flops and latches: 32 / 652
well taps: 136 / 170
repair buffers: 41 / 400
## kinds of logic after synthesis
logic type | share of synthesized area
AND-OR/OR-AND | 0.165
buffers and inverters | 0.0570
adder cells (fa/ha/maj) | 0.0335
multiplexers | 0.00536
AND/OR/NAND/NOR | 0.359
flip-flops | 0.343
XOR/XNOR | 0.0375
## worst paths after layout
check,end,slack [ns]
max reg2reg,o_sy[14],0.67
min reg2reg,o_sy[13],0.50
max,o_frame,0.09
min,o_sy[13],0.50
## flip-flops by register name, indices dropped and copies added (netlist names)
signal  count
o_sx       16
o_sy       16
## metrics by stage
stage / std cells / hold WS [ns] / cell area, sq um
6_report: 398 / 0.495 / 2500
2_1_floorplan: 224 / 0.437 / 1870
4_1_cts: 398 / 0.502 / 2480
5_1_grt: 398 / 0.524 / 2500
3_3_place_gp: 390 / 0.471 / 2380
3_5_place_dp: 390 / 0.484 / 2380
## metal layers
layer  vias up  GRT usage  routed length [um]
met4         0    0.00719                  35
li1        922          -                   -
met1       891      0.111                2570
met3         5     0.0243                 670
met2        85      0.106                2570
met5         -          0                   0
## timing repair
item,CTS,global route
hold buffers,0,0
endpoints found under the setup margin,0,2
resized,0,11
Power figures rest on the tool's default switching activity, not on a simulated workload.
