==> design/flow/design.v <==
module tmds_encoder(
           input clk,
           input DE,
           input [7:0]D,
           input C1,
           input C0,
           output reg[9:0] q_out = 0
       );
parameter LEGACY_DVI_CONTROL_LUT = 0;
function [3:0] N0;
    input [7:0] d;
    integer i;
    begin
        N0 = 0;
        for (i = 0; i < 8; i = i +1)
            N0 = N0 + !d[i];
    end
endfunction
function [3:0] N1;
    input [7:0] d;
    integer i;
    begin
        N1 = 0;
        for (i = 0; i < 8; i = i +1)
            N1 = N1 + d[i];
    end
endfunction
reg signed [7:0] cnt_prev = 0;
reg signed [7:0] cnt = 0;
reg [8:0] q_m;
always @(*) begin
    if ( (N1(D) > 4) | (N1(D) == 4) & (D[0] == 0) ) begin
        q_m[0] =           D[0];
        q_m[1] = q_m[0] ~^ D[1];
        q_m[2] = q_m[1] ~^ D[2];
        q_m[3] = q_m[2] ~^ D[3];
        q_m[4] = q_m[3] ~^ D[4];
        q_m[5] = q_m[4] ~^ D[5];
        q_m[6] = q_m[5] ~^ D[6];
        q_m[7] = q_m[6] ~^ D[7];
        q_m[8] = 1'b0;
    end else begin
        q_m[0] =          D[0];
        q_m[1] = q_m[0] ^ D[1];
        q_m[2] = q_m[1] ^ D[2];
        q_m[3] = q_m[2] ^ D[3];
        q_m[4] = q_m[3] ^ D[4];
        q_m[5] = q_m[4] ^ D[5];
        q_m[6] = q_m[5] ^ D[6];
        q_m[7] = q_m[6] ^ D[7];
        q_m[8] = 1'b1;
    end  
end
always @(posedge clk) begin
    if (DE) begin
        if ((cnt_prev == 0) | (N1(q_m[7:0]) == N0(q_m[7:0]))) begin
            q_out[9]   <= ~q_m[8];
            q_out[8]   <=  q_m[8];
            q_out[7:0] <= q_m[8] ? q_m[7:0] : ~q_m[7:0];
            if (q_m[8] == 0) begin
                cnt = cnt_prev + (N0(q_m[7:0]) - N1(q_m[7:0]));
            end else begin
                cnt = cnt_prev + (N1(q_m[7:0]) - N0(q_m[7:0]));
            end  
        end else begin
            if ( (cnt_prev > 0 & (N1(q_m[7:0]) > N0(q_m[7:0]))) |
                    (cnt_prev < 0 & (N0(q_m[7:0]) > N1(q_m[7:0]))) ) begin
                q_out[9] <= 1;
                q_out[8] <= q_m[8];
                q_out[7:0] <= ~q_m[7:0];
                cnt = cnt_prev + 2*q_m[8] + (N0(q_m[7:0]) - N1(q_m[7:0]));
            end else begin
                q_out[9] <= 0;
                q_out[8] <= q_m[8];
                q_out[7:0] <= q_m[7:0];
                cnt = cnt_prev - {~q_m[8], 1'b0} + (N1(q_m[7:0]) - N0(q_m[7:0]));
            end  
        end  
    end else begin
        cnt = 0;
        case ({C1, C0})
            2'b00: q_out <= 10'b1101010100;
            2'b01: q_out <= 10'b0010101011;
            2'b10: q_out <= 10'b0101010100;
            2'b11: q_out <= 10'b1010101011;
        endcase
    end  
    cnt_prev <= cnt;
end
endmodule
==> design/flow/run.sh <==
#!/bin/bash
# OpenROAD 26Q1-2900-gdf79404cd8, Yosys 0.63+post, stock flow scripts
make -C /OpenROAD-flow-scripts/flow DESIGN_CONFIG=/design/flow/config.mk WORK_HOME=/design/flow/orfs finish
==> design/flow/config.mk <==
export PLATFORM = sky130hd
export DESIGN_NAME = tmds_encoder
export DESIGN_NICKNAME = tmds_encoder
export VERILOG_FILES = /design/flow/design.v
export SDC_FILE = /design/flow/constraint.sdc
export NUM_CORES = 4
export LEC_CHECK = 1
export CORE_UTILIZATION = 30
==> design/flow/constraint.sdc <==
current_design tmds_encoder

set clk_period 12.3
set clk_io_pct 0.2

create_clock -name clk0 -period $clk_period [get_ports {clk}]

set non_clock_inputs [all_inputs -no_clocks]
set_input_delay [expr $clk_period * $clk_io_pct] -clock clk0 $non_clock_inputs
set_output_delay [expr $clk_period * $clk_io_pct] -clock clk0 [all_outputs]
==> impl_metrics.toml <==
# yosys + openroad results
[setup_path]
max_stage_delay_ps = 620
path_max_fanout = 14
rrSetupSlack_ps = 9550
cpMostUsedCell = "fa_1"
cp_slowest_cell = "clkdlybuf4s50_1"
worstSetupPathDepth = 33
end_kind = "flip-flop"
cp.arrival_ps = 11790
startpoint_type = "input pin"
cp.buffers_inverters = 8
worstSetupPathType = "input pin to flip-flop"
critPathRequiredTime_ps = 12480
path_delay_family = "adder cells"
reg2reg_depth = 8

[place]
place_congestion = 0.8926
dp.cells = 526
port_buffers = 21
dp_hpwl_mm = 5.657
pre_cts_ws_ps = 474.9
post_dp_cell_area_um2 = 3430

[global_route]
first_global_vias = 2357
antenna_found_initial = 0
overflow = 0
grt_pass1_wl_mm = 11.21
grt_max_degree = 21
grt_usage_pct = 13.56

[final_layout]
regArea_um2 = 360.3
fin_cells = 530
fill_cells = 972
fin_area_um2 = 3485
syn_to_final_growth_pct = 13.58
drive_above_1_share_pct = 4.282
comb_area_um2 = 2415

[sta]
hold_viol_final = 0
fin_tns_setup_ps = 0
setup-violations-final = 0
slew_headroom_pct = 53.73
period_used_pct = 94.39
maxSlewViolCount = 0
max_clock_freq_ghz = 0.08613
timing.final.ws_setup_ps = 690.2
tightest_slew_ps = 687.7
fin_crit_ps = 11610
skew_ps = 7.043
rsz0062_at_grt = "false"

[clocking]
post_cts_resize_count = 0
clock-sinks = 18
htreeDepth = 1
clockBufferDepth = 2
cts_tree = "built"
hold_buffers = 0
numCtsBuffers = 3
clock_latency_ps = 260
clk_pin_slew_worst_paths_ps = 80
cts-root-buf = "clkbuf_8"
cts_setup_buffers = 0

[synthesis]
top_area_cell = "ha_1"
synth_seq_share_pct = 11.75
synth-edff-count = 0
post_synth_inst_count = 377
ys_warn_count = 1
most_common_cell = "inv_1"
async_reset_ff_share_pct = 0
syn-cell-area_um2 = 3068
ys_chip_area_um2 = 3068
synthFlopType = "dfxtp_1"
top_cell_area_share_pct = 21.21
synthTopCellsByCount = "inv_1 (66), ha_1 (52), xnor2_1 (30)"
yosys-top-cells-area = "ha_1 (21%), dfxtp_1 (12%), fa_1 (10%), xnor2_1 (8.6%), inv_1 (8.1%)"
synth_flops = 18
ys_types = 52
synth_area_per_cell_um2 = 8.138
yosys_cells = 377

[worst_hold_path]
min_path_type = "flip-flop to flip-flop"
whs_path_depth = 3

[floorplanning]
core.rowCount = 36
fp_util_pct = 31.10
core_um2 = 9864
fp.dieArea_um2 = 10630
die_y_um = 103.1
pin_count = 22
die_w_um = 103.1

[routing]
drtAntennaViolNets = 0
antenna_cells_inserted = 0
drt_iter0_markers = 92
via_count = 2492
viasPerCell = 4.702
drt_pass1_iterations = 4
drc = 0
wirelength_mm = 6.735
avgRoutedWirePerCell_um = 12.71

[outcome]
status = "complete, no violations"

[job]
warnings = 32
drv_cap = 0
## cell families (layout without fill, tap and decap cells)
logic type,Yosys count,after routing,synth area share (%)
mux,4,4,1.305
flops,18,18,11.75
simple gates,83,83,14.03
compound gates,91,91,20.07
buf+inv,76,96,9.543
fa+ha+maj,68,68,31.65
xor+xnor,37,37,11.66
## placed cells by master (no fill, tap or decap), types with 5 or more instances in the layout
| cell | count |
|---|---|
| a211oi_1 | 7 |
| a21o_1 | 14 |
| a21oi_1 | 21 |
| and3_1 | 6 |
| clkdlybuf4s50_1 | 21 |
| dfxtp_1 | 18 |
| fa_1 | 16 |
| ha_1 | 52 |
| inv_1 | 66 |
| nand2_1 | 11 |
| nor2_1 | 27 |
| nor2b_1 | 12 |
| nor3_1 | 7 |
| o21ai_0 | 17 |
| xnor2_1 | 30 |
| xor2_1 | 5 |
## layer usage
| metal | wire [µm] | track usage, % | part of all wire, % | up-vias |
|---|---|---|---|---|
| li1 | - | - | - | 1319 |
| met1 | 3425 | 20.60 | 51 | 1140 |
| met2 | 3037 | 22.26 | 45 | 31 |
| met3 | 232 | 1.103 | 3.4 | 2 |
| met4 | 40 | 0.9751 | 0.59 | 0 |
| met5 | 0 | 0 | 0 | - |
## final cells by class
cell class	instances	area share [%]
sequential	18	10.34
timing repair buffer	24	6.679
inverter	68	7.325
multi-input combinational	283	69.30
tap	133	4.776
clock buffer	4	1.580
## registers in the layout (all words and copies together), names as in the netlist
| register | count |
|---|---|
| cnt_prev | 8 |
| q_out | 10 |
## per-stage QoR
step / utilization [%] / hold slack (ps)
6_report: 35.32 / 719.3
2_1_floorplan: - / 629.5
5_1_grt: 35.32 / 800.1
4_1_cts: 35.32 / 717.2
3_5_place_dp: 34.77 / 694.6
3_3_place_gp: 34.77 / 672.8
## worst paths after layout
path                                  start           to
worst min-delay path            cnt_prev[0]  cnt_prev[0]
worst min register to register  cnt_prev[0]  cnt_prev[0]
worst max register to register  cnt_prev[1]  cnt_prev[6]
worst max-delay path                   D[0]  cnt_prev[7]
## worst register-to-register path, cell delays in order, from the launching register on
cell	delay (ps)
dfxtp_1	400
fa_1	440
ha_1	310
nor2b_1	170
o21ai_0	250
a21boi_0	160
or4b_2	630
a31oi_1	180
o311a_1	160
